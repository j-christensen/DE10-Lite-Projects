==> flow/design.v <==
module bin2bcd	(
	clk,
	reset,
	go, 					 
	bIn,			 
	bcd,	 
	state_reg,
	done);
	parameter bW = 10;
	parameter dW=bW*28/93+1;
	input clk;
	input reset;
	input go;
	input[bW-1:0] bIn;
	output reg [dW*4-1:0] bcd;
	output reg done;
	parameter [1:0] idle=2'b00;
	parameter [1:0] init=2'b01;
	parameter [1:0] calc=2'b10;
	parameter [1:0] finish=2'b11;
	reg [bW-4:0] BinTmp;	 
	reg [7:0] count;			 
	output reg [1:0] state_reg;	 
	initial
		state_reg<=idle;
	integer i;
	always @(posedge clk or posedge reset)
		begin
			if (reset)
				state_reg<=init;
			else
				case (state_reg)
					idle:
						if(go)
							state_reg<=init;
					init:
						state_reg<=calc;
					calc:
						if (count>7*2) state_reg<=finish;
					finish:
						state_reg<=idle;
					default:
						state_reg<=idle;
				endcase
		end
	always @ (posedge clk or posedge reset)
		begin
			if (reset)
				count <= 8'd0;
			else if (state_reg==init)
				count <= 8'd0;
			else if (state_reg==finish)
				count <= 8'd0;
			else if (state_reg==calc)
				count<=count+1;
		end
	always @ (posedge clk or posedge reset)
		begin
			if(reset)
				done<=1'b0;
			else if (state_reg==finish)
				done<=1'b1;
			else 
				done<=1'b0;
		end
	always @ (posedge clk or posedge reset)
		begin
			if(reset)
				begin
					BinTmp<=10'd0;
					bcd<=24'd0;
				end
			else if(state_reg==init)
				begin
					BinTmp<=bIn[6:0];
					bcd[15:3]<=13'd0;
					bcd[2:0]<=bIn[9:7];
				end
			else if(state_reg==calc)
				if(count<7*2) 
				begin
					if(count[0]==1'b0)
						begin
							for(i=0; i<dW; i=i+1)
								begin
									if(bcd[3+4*i -: 4] > 4) 
										bcd[3+4*i -: 4] <= bcd[3+4*i -: 4] + 4'd3;
								end
						end
					else 
						begin
							bcd <= bcd << 1;
							bcd[0] <= BinTmp[6];
							BinTmp <= BinTmp << 1;
						end
				end
		end
endmodule
==> flow/run.sh <==
#!/bin/bash
# OpenROAD 26Q1-2900-gdf79404cd8, Yosys 0.63+post, stock flow scripts
make -C /OpenROAD-flow-scripts/flow DESIGN_CONFIG=/design/flow/config.mk WORK_HOME=/design/flow/orfs finish
==> flow/config.mk <==
export PLATFORM = sky130hd
export DESIGN_NAME = bin2bcd
export DESIGN_NICKNAME = bin2bcd
export VERILOG_FILES = /design/flow/design.v
export SDC_FILE = /design/flow/constraint.sdc
export NUM_CORES = 4
export LEC_CHECK = 1
export CORE_UTILIZATION = 30
==> flow/constraint.sdc <==
current_design bin2bcd

set clk_period 4.4
set clk_io_pct 0.2

create_clock -name clk0 -period $clk_period [get_ports {clk}]

set non_clock_inputs [all_inputs -no_clocks]
set_input_delay [expr $clk_period * $clk_io_pct] -clock clk0 $non_clock_inputs
set_output_delay [expr $clk_period * $clk_io_pct] -clock clk0 [all_outputs]
==> flow_summary.ini <==
; implementation run metrics
[setup_path]
crit_required_ns = 4.60
critical_path_class = register to register
cp.arrival_ns = 2.59
path_buffers = 1
critical_path.cell_chain = inv_1, ha_1, nand2b_1, nor3_4, o21ai_1, o31ai_2
startpoint_type = register
cpMaxStageDelayCell = ha_1
cp_max_fo = 19
crit_path_end_kind = register
cpPeakStageDelay_ns = 0.70
path_delay_family = adder cells

[detailed_routing]
wl_per_cell_um = 13.9
drt_first_pass_iters = 4
diodes = 0
drc = 0
ant_nets = 0
viasPerCell = 5.06
drt_wl_total_um = 4970
drt_iter0_drc = 93
num_vias = 1815

[yosys]
yosysMostFrequentCell = dfrtp_1
synth-seq-cells = 34
yosysCellCount = 229
ys_types = 53
area_leaders = dfrtp_1 (36%), ha_1 (8.3%), mux2_2 (4.0%), mux2_4 (4.0%), o21ai_0 (3.1%)
synthFlopType = dfrtp_1
yosys_warnings = 1
syn_area_um2 = 2260
edf_count = 0
synth.top_cells.by_count = dfrtp_1 (33), inv_1 (16), nor2_1 (16)
async_reset_ff_share_pct = 100
yosys.area.top_type = dfrtp_1
ys_seq_share_pct = 37.6
avgSynthCellArea_um2 = 9.89
top_area_share_pct = 36.5
ys_chip_area_um2 = 2260
syn-instance-count = 229

[clock_tree]
numCtsBuffers = 5
clock_path_buffers = 2
cts_hold_buf = 0
cts-resized-gates = 0
htreeDepth = 2
cts-root-buf = clkbuf_8
cts_sinks = 34
clock.latency.late_pin_ns = 0.28
clk_pin_slew_ns = 0.07
cts_setup_buffers = 0
cts_tree = built

[global_route]
grt_use_met1_pct = 22.9
met2_usage_pct = 20.9
overflow = 0
grt_max_degree = 37
antenna_found_initial = 0
grt_use_total_pct = 14.1
top_usage_layer = met1
use_met3_pct = 1.99
grt_pass1_vias = 1712
grt_pass1_wl_um = 8450

[floorplanning]
die_w_um = 88.9
die_area_um2 = 7900
ios = 32
core_area_um2 = 7290
fp.dieH_um = 88.9
floorplan.core_util_pct = 31.1
row_count = 31

[cells_and_area]
fin_util_pct = 38.0
biggestRegsByFlops = bcd x16, count x8, BinTmp x7
drive_gt1_share_pct = 15.4
syn_to_final_growth_pct = 22.2
final_cell_area_um2 = 2770
top_register = bcd
instances_no_fill = 359
largest_reg_flops = 16

[run]
tool_warnings = 34
maxCapViolCount = 0

[placed_design]
portBuffers = 31
placed_area_um2 = 2680
hpwl_um = 3360
gp_congestion = 0.840
place_inst = 351

[min_path]
min-delay-path-class = register to register

[pwr]
leakage_nw = 1.19
irDropWorstVdd_mv = 0.265
powerDensity_nw_per_um2 = 755

[timing]
final.setup_skew_ns = 0.00500
tightest_slew_ns = 0.814
post-route-min-period_ns = 2.39
rsz0062_at_grt = no
relSlewSlack_pct = 45.3
post-route-period-util_pct = 54.4
max_freq_ghz = 0.418
setup_violations = 0
slew_violations = 0
hold_viol_final = 0
setup_tns_ns = 0

[outcome]
status = finished clean
-- where the power goes --
group	internal [mW]	switching [mW]
combinational	0.654	0.612
clock	0.126	0.114
sequential	0.447	0.137
-- worst paths after layout --
path / startpoint / endpoint / slack, ns / depth (start not counted)
min: BinTmp[0]$_DFFE_PP0P_ / BinTmp[0]$_DFFE_PP0P_ / 0.50 / 1
min reg2reg: BinTmp[0]$_DFFE_PP0P_ / BinTmp[0]$_DFFE_PP0P_ / 0.50 / 1
min in group asynchronous: reset / BinTmp[2]$_DFFE_PP0P_ / 0.99 / 3
max: state_reg[0]$_DFFE_PP1P_ / bcd[8]$_DFFE_PP0P_ / 2.01 / 6
max in group asynchronous: reset / state_reg[0]$_DFFE_PP1P_ / 3.07 / 3
max reg2reg: state_reg[0]$_DFFE_PP1P_ / bcd[8]$_DFFE_PP0P_ / 2.01 / 6
-- cell families after synthesis --
logic type	count (synthesis)	synth area share (%)
adders and majority gates	15	8.29
DFF	34	37.6
AOI/OAI and AO/OA	63	20.1
muxes	19	10.2
and+or+nand+nor	65	16.8
buffers and inverters	27	4.64
xor gates and xnor gates	6	2.32
-- cells in the final DEF, fill, tap and decap left out, types with 3 or more instances in the layout --
cell type        synthesis  layout
buf_4                    0       3
a21oi_1                  9       9
o211ai_1                 7       7
nor2b_1                  4       4
nand3_1                  5       5
dfrtp_1                 33      33
nand2_1                 13      13
xor2_1                   4       4
inv_1                   16      16
o21a_1                   3       3
o21ai_1                  3       3
nand4b_1                 3       3
nor2_1                  16      16
nand2b_1                 6       6
nor3_1                   3       3
a31oi_1                  3       3
mux2_4                   6       6
clkbuf_8                 0       6
mux2_2                   8       8
o21ai_0                 14      14
ha_1                    15      15
clkdlybuf4s50_1          0      31
a22o_1                   4       4
mux2i_1                  4       4
-- area by class of cell --
class | instances | area (µm²)
sequential | 34 | 852
timing repair buffer | 34 | 333
inverter | 16 | 60.1
clock inverter | 1 | 5.00
tap | 99 | 124
multi-input combinational | 168 | 1310
fill | 752 | 4520
clock buffer | 7 | 86.3
-- per-stage QoR --
step	setup slack, ns	total power, mW	hold slack, ns
after floorplan	2.48	1.50	0.462
after global placement	2.05	1.85	0.482
after detailed placement	1.99	1.86	0.490
after CTS	1.97	2.12	0.507
after global routing	1.74	2.30	0.524
final	2.01	2.09	0.501
-- metal layers --
layer / routed length (µm) / up-vias
met5: 0 / -
met4: 64 / 0
met3: 191 / 8
met2: 2150 / 31
met1: 2570 / 879
li1: - / 897
-- worst reg2reg max path, delay by kind of cell, from the launching register on --
family	cells	cell delay, ns
AND-OR/OR-AND	2	0.36
AND/OR/NAND/NOR	2	0.60
buffers and inverters	1	0.09
adder cells (fa/ha/maj)	1	0.70
flip-flops	1	0.57
No activity file was given, so power comes from the tool's default toggle rates.
