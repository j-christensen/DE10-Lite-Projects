[/design/flow/design.v]
module DE10_LITE_Golden_Top(
	input 		          		MAX10_CLK1_50,
	output		     [9:0]		LEDR
);
parameter up=1'b0;
parameter down=1'b1;
wire ClkSec;
reg state;
reg [9:0] LEDLogic;
initial LEDLogic=10'd1;
initial state=up;
assign LEDR=LEDLogic;
always@ (posedge ClkSec)
	begin
		if(state==up)
			begin
				if (LEDLogic[8]==1'b1)
					state<=down;
				LEDLogic<=LEDLogic<<1;
			end
		else if(state==down)
			begin
				if (LEDLogic[1]==1'b1)
					state<=up;
				LEDLogic<=LEDLogic>>1;
			end
	end
ClockDivide C1(
	.ClkIn(MAX10_CLK1_50),
	.Factor(32'd2_777_778),
	.ClkOut(ClkSec)
);
endmodule
module ClockDivide
	#(
		parameter WIDTH = 32
	)
	(ClkIn, Factor, ClkOut);
	input ClkIn;
	input [WIDTH-1:0] Factor;
	output ClkOut;
	reg [WIDTH-1:0] Cnt;
	wire [WIDTH-1:0] CntNxt;
	reg ClkTrack;
	always @ (posedge ClkIn)
	begin
		if (CntNxt == Factor/2)
			begin
				Cnt <= 0;
				ClkTrack<=~ClkTrack;
			end
		else
			Cnt <= CntNxt;
	end
	assign CntNxt = Cnt +1;
	assign ClkOut = ClkTrack;
endmodule
[/design/flow/run.sh]
#!/bin/bash
# OpenROAD 26Q1-2900-gdf79404cd8, Yosys 0.63+post, stock flow scripts
make -C /OpenROAD-flow-scripts/flow DESIGN_CONFIG=/design/flow/config.mk WORK_HOME=/design/flow/orfs finish
[/design/flow/config.mk]
export PLATFORM = sky130hd
export DESIGN_NAME = DE10_LITE_Golden_Top
export DESIGN_NICKNAME = DE10_LITE_Golden_Top
export VERILOG_FILES = /design/flow/design.v
export SDC_FILE = /design/flow/constraint.sdc
export NUM_CORES = 4
export LEC_CHECK = 1
export CORE_UTILIZATION = 40
[/design/flow/constraint.sdc]
current_design DE10_LITE_Golden_Top

set clk_period 8.1
set clk_io_pct 0.2

create_clock -name clk0 -period $clk_period [get_ports {MAX10_CLK1_50}]

set non_clock_inputs [all_inputs -no_clocks]
set_input_delay [expr $clk_period * $clk_io_pct] -clock clk0 $non_clock_inputs
set_output_delay [expr $clk_period * $clk_io_pct] -clock clk0 [all_outputs]
==> flow_summary.json <==
{
  "p_switching_w": 0.00005956,
  "cp-end-kind": "register",
  "crit_required_ns": 8.11,
  "wl_per_cell_um": 13.74,
  "synth_seq_share": 0.4023,
  "period_needed_ns": 3.160,
  "rsz0062_at_grt": "no",
  "dr.first_iter.drc_count": 61,
  "cp_slowest_cell": "nor4_4",
  "status": "complete, no violations",
  "finalCoreUtilization": 0.4707,
  "met3_usage": 0.02676,
  "antennaDiodeCount": 0,
  "cp.buffers_inverters": 0,
  "hold_viol": 0,
  "use_met2": 0.2396,
  "period_used_share": 0.3902,
  "setup.worst_path.start_class": "register",
  "ant_nets": 0,
  "cts_tree": "done",
  "setup_viol": 0,
  "synth_cells": 232,
  "grt_pass1_vias": 1574,
  "die-area_mm2": 0.005838,
  "rrSetupSlack_ns": 4.94,
  "coreArea_mm2": 0.005205,
  "finalSetupTns_ns": 0,
  "max_stage_delay_ns": 0.65,
  "fin_cells": 308,
  "critPathArrivalTime_ns": 3.17,
  "synth_area_per_cell_um2": 9.546,
  "reg2reg_depth": 7,
  "relSlewSlack": 0.5337,
  "comb_power_share": 0,
  "htreeDepth": 2,
  "ff_type": "dfxtp_1",
  "area_delta_synth_final_pct": 10.62,
  "seq_power_share": 0.505,
  "cts_setup_buffers": 0,
  "synth.top_cells.by_count": "dfxtp_1, xnor2_1, a31oi_1, nand4_1",
  "fmax_mhz": 316.4,
  "fp_util": 0.4255,
  "maxCapViolCount": 0,
  "cp_common_cell": "nor4_4",
  "ys_types": 49,
  "critical_path.cell_chain": "ha_1, nand3_2, or3_1, nor4_4, o22ai_2, nor4_4, and4_1",
  "min_to": "C1.Cnt[22]",
  "finalClockSkew_ns": 0.007005,
  "top_area_frac": 0.3887,
  "clk_latency_ns": 0.29,
  "tightest_slew_ns": 0.6942,
  "syn_area_mm2": 0.002215,
  "ios": 11,
  "fillers": 516,
  "met1_usage": 0.2435,
  "yosysChipArea_mm2": 0.002215,
  "critical_path.top_delay_family": "simple AND/OR/NAND/NOR gates",
  "holdWs_ns": 0.5132,
  "finalMaxSlewViolations": 0,
  "powerDensity_mw_per_mm2": 131.7,
  "gp_congestion": 0.8945,
  "grt_pass1_wl_mm": 7.389,
  "die-width_um": 76.41,
  "r2r_end": "C1.ClkTrack",
  "io_buffers": 10,
  "edf_count": 1,
  "hp-class": "reg2reg",
  "cts_resized": 0,
  "cts.path.max_buffers": 2,
  "vias": 1679,
  "swShare": 0.1846,
  "pwr-share-clk": 0.495,
  "grt_util_all_layers": 0.1583,
  "unclocked_pins": 11,
  "hold_depth": 1,
  "most_common_cell": "dfxtp_1",
  "first_pass_iters": 4,
  "antenna_found_initial": 0,
  "openroad.warnings": 26,
  "drc": 0,
  "ir_drop_uv": 88.22,
  "untimed_endpoints": 21,
  "critical_path_class": "reg2reg",
  "p_int_w": 0.0002631,
  "yosys_cells": 232,
  "async_flop_share": 0,
  "dp.cells": 300,
  "topCellsByArea": "dfxtp_1, xnor2_1, mux2_2",
  "crit_fanout": 12,
  "grt.busiest_layer": "met1",
  "routed_wirelength_mm": 4.233,
  "path_depth": 7,
  "clk_pin_slew_ns": 0.07,
  "grt_overflow_total": 0,
  "die_h_um": 76.41,
  "cts_root_buffer": "clkbuf_8",
  "largest_area_cell": "dfxtp_1",
  "yosysWarnings": 2,
  "cts_hold_buf": 0,
  "grt_max_degree": 13,
  "via_per_inst": 5.451,
  "worstHoldStart": "C1.Cnt[22]",
  "num_rows": 26,
  "ys_ff": 44,
  "place_hpwl_mm": 3.051,
  "p_leak_nw": 0.8471,
  "timing.rr.start": "C1.Cnt[0]",
  "cts_made_buffers": 5,
  "final_layout_size_suffix_gt1_frac": 0.1218
}
[kinds of logic (layout without fill, tap and decap cells)]
family | count (synthesis) | in the layout | share of synthesized area
simple gates | 95 | 95 | 0.2814
flops | 44 | 44 | 0.4023
compound gates | 30 | 30 | 0.09435
xor+xnor | 28 | 28 | 0.1107
buf+inv | 24 | 30 | 0.05480
mux | 9 | 9 | 0.04520
fa+ha+maj | 2 | 2 | 0.01130
[metrics by stage]
step	power (W)	setup slack, ns	cell area, um^2
after floorplan	0.0001666	5.634	2215
after global placement	0.0001666	5.036	2333
after detailed placement	0.0001666	4.970	2333
after CTS	0.0003262	4.959	2450
after global routing	0.0003344	4.714	2450
final	0.0003227	4.940	2450
[power by group through the flow]
| stage | clock network (W) | registers [W] | logic, W |
|---|---|---|---|
| 4_1_cts | 0.000163 | 0.000163 | 0.000000000431 |
| 5_1_grt | 0.000172 | 0.000163 | 0.000000000431 |
| 6_report | 0.000160 | 0.000163 | 0.000000000431 |
[metal layers]
layer | vias to the layer above | share of wire
li1 | 859 | -
met1 | 780 | 0.53
met2 | 31 | 0.42
met3 | 9 | 0.029
met4 | 0 | 0.021
met5 | - | 0
[cell usage in the layout (no fill, tap or decap), types with 3 or more instances in the layout]
master and instances:
a211oi_1 4, a21oi_1 5, a31oi_1 13, and4_1 8, clkbuf_8 6, clkdlybuf4s50_1 10, dfxtp_1 43, inv_1 10
mux2_2 8, nand2_1 12, nand3_1 10, nand4_1 13, nor2_1 12, nor3_1 7, nor4_1 3, or3_1 5
xnor2_1 21, xor2_1 7
[worst max-delay path by stage]
| stage | from | to | slack (ns) |
|---|---|---|---|
| CTS | C1.Cnt[0] | C1.ClkTrack | 4.96 |
| global route | C1.Cnt[0] | C1.ClkTrack | 4.71 |
| finish | C1.Cnt[0] | C1.ClkTrack | 4.94 |
[state kept, by name, summed over array words and instances, names as in the netlist]
| register | flops |
|---|---|
| C1.ClkTrack | 1 |
| C1.Cnt | 32 |
| LEDLogic | 10 |
| state | 1 |
[cell type report]
class	instances	area, um^2	area share
well taps	70	87.58	0.03575
clock buffers	7	86.33	0.03524
repair buffers	12	115.1	0.04699
clock inverters	1	30.03	0.01226
multi-input cells	164	1202	0.4908
inverters	10	37.54	0.01532
flip-flops and latches	44	890.9	0.3636
Power and IR drop assume default switching activity.
